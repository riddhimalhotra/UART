==> /design/flow/design.v <==
`timescale 1ns / 1ps
module uart_tx_top(
input clk, rst, baud_pulse, pen, thre, stb, sticky_parity, eps, set_break,
input [7:0] din,
input [1:0] wls,
output reg pop, sreg_empty,tx
);
typedef enum logic [1:0] {idle = 0, start = 1 , send = 2 , parity = 3} state_type;
state_type state = idle;   
 reg [7:0] shft_reg;
 reg tx_data;
 reg d_parity;
 reg [2:0] bitcnt = 0;
 reg [4:0] count = 5'd15;
 reg parity_out;
 always@(posedge clk, posedge rst)
 begin
     if(rst)
       begin
       state  <= idle;
       count  <= 5'd15;
       bitcnt <= 0;
       shft_reg   <= 8'bxxxxxxxx;
       pop        <= 1'b0;
       sreg_empty <= 1'b0;
       tx_data    <= 1'b1;  
       end
     else if(baud_pulse)
        begin
           case(state)
             idle: 
              begin
                if(thre == 1'b0)  
                begin 
                    if(count != 0)
                      begin
                      count <= count - 1;
                      state <= idle;
                      end
                    else
                      begin
                      count <= 5'd15;
                      state <= start;
                      bitcnt  <= {1'b1,wls};
                         pop         <= 1'b1;   
                         shft_reg    <= din;    
                         sreg_empty  <= 1'b0;
                         tx_data <= 1'b0;  
                      end
                 end
              end
             start: 
               begin
                        case(wls)
                         2'b00: d_parity <= ^din[4:0];
                         2'b01: d_parity <= ^din[5:0];
                         2'b10: d_parity <= ^din[6:0];
                         2'b11: d_parity <= ^din[7:0];             
                         endcase
                     if( count != 0)
                      begin
                      count <= count - 1;
                      state <= start;
                      end
                    else
                      begin
                      count  <= 5'd15;
                      state  <= send;
                      tx_data    <= shft_reg[0]; 
                      shft_reg   <= shft_reg >> 1; 
                      pop        <= 1'b0;
                      end
               end
             send: 
               begin
                       case({sticky_parity, eps})
                        2'b00: parity_out <= ~d_parity;
                        2'b01: parity_out <= d_parity;
                        2'b10: parity_out <= 1'b1;
                        2'b11: parity_out <= 1'b0;
                        endcase
                     if(bitcnt != 0)
                          begin
                                if(count != 0)
                                  begin
                                  count <= count - 1;
                                  state <= send;  
                                  end
                                else
                                  begin
                                  count <= 5'd15;
                                  bitcnt <= bitcnt - 1;
                                  tx_data    <= shft_reg[0]; 
                                  shft_reg   <= shft_reg >> 1;
                                  state <= send;
                                  end
                             end
                       else
                          begin
                                if(count != 0)
                                  begin
                                  count <= count - 1;
                                  state <= send;  
                                  end
                                else
                                  begin
                                   count <= 5'd15;
                                   sreg_empty <= 1'b1;
                                      if(pen == 1'b1)
                                       begin
                                         state <= parity;
                                         count <= 5'd15;
                                         tx_data <= parity_out;
                                       end  
                                      else
                                       begin
                                         tx_data <= 1'b1;
                                         count   <= (stb == 1'b0 )? 5'd15 :(wls == 2'b00) ? 5'd23 : 5'd31;
                                         state   <= idle;
                                       end  
                                  end
                        end 
               end
             parity: 
               begin
                     if(count != 0)
                      begin
                      count <= count - 1;
                      state <= parity;
                      end
                    else
                      begin
                      tx_data <= 1'b1;
                      count   <= (stb == 1'b0 )? 5'd15 :(wls == 2'b00) ? 5'd17 : 5'd31;
                      state <= idle;
                      end
               end 
             default: ;
            endcase   
        end
 end
always@(posedge clk, posedge rst)
begin
if(rst)
  tx <= 1'b1;
else
  tx <= tx_data & ~set_break;
end    
endmodule
==> /design/flow/run.sh <==
#!/bin/bash
# OpenROAD 26Q1-2900-gdf79404cd8, Yosys 0.63+post, stock flow scripts
make -C /OpenROAD-flow-scripts/flow DESIGN_CONFIG=/design/flow/config.mk WORK_HOME=/design/flow/orfs finish
==> /design/flow/config.mk <==
export PLATFORM = sky130hd
export DESIGN_NAME = uart_tx_top
export DESIGN_NICKNAME = uart_tx_top
export VERILOG_FILES = /design/flow/design.v
export SDC_FILE = /design/flow/constraint.sdc
export NUM_CORES = 4
export LEC_CHECK = 1
export CORE_UTILIZATION = 30
==> /design/flow/constraint.sdc <==
current_design uart_tx_top

set clk_period 4.4
set clk_io_pct 0.2

create_clock -name clk0 -period $clk_period [get_ports {clk}]

set non_clock_inputs [all_inputs -no_clocks]
set_input_delay [expr $clk_period * $clk_io_pct] -clock clk0 $non_clock_inputs
set_output_delay [expr $clk_period * $clk_io_pct] -clock clk0 [all_outputs]
==> run summary <==
Results of the implementation run.

The average vias per placed instance is 4.68. The number of global-route vias before repair is 1076. The run finished with clean final reports. The number of standard cells reported by yosys is 161. The fraction of power consumed by sequential logic came out at 45.1%. The critical path in this run is classified as primary input to flip-flop. The cell count after synthesis is 161. The tree built by TritonCTS fans out to 24 sinks.

TritonCTS built the clock tree. The aggregate routed wire length came out at 3.14 mm. The tally of OpenROAD warnings is 30.

Looking at the clock tree report, the root buffer type is clkbuf_8. The synthesis report names the predominant flop master as dfrtp_1. The maximum ir drop on the vdd rail is 0.163 mV. The die footprint came out at 5400 sq um.

In the post-synthesis netlist, the biggest area contributors are dfrtp_1 26%, dfstp_2 10%, ha_1 6.5%, mux2i_1 5.2%, nor2_1 5.1%. The cell leakage power came out at 0.742 nW. The routability congestion estimate came out at 0.829. The number of buffers on the longest clock path came out at 2. The post-cts hold-fix buffer tally is 0. The synthesis warning total came out at 1.

The count of distinct cell types in the synthesized netlist came out at 48. The clock skew after layout is 0.00835 ns. The total track usage is 13.5%. Setup repair after global routing left no endpoint under its margin. The clock slew seen by the registers of the worst setup and hold paths is 0.08 ns. The worst slew margin relative to its limit came out at 60.3%.

Of the cells placed in the final design, the portion with a size suffix greater than 1 is 8.84%. The final worst-path cycle share is 56.8%. The half-perimeter wire length after placement is 2.31 mm. The number of post-CTS setup repair buffers came out at 0.

The maximum fanout along the worst path came out at 16. The detailed router's first-iteration violation count is 75. The minimum clock period after layout came out at 2.50 ns. The post-synth count of flops with an enable pin is 2. The combinational fraction of design power came out at 39.2%.

The maximum level of the CTS H-tree is 1. The largest net degree at the start of global routing came out at 25. After synthesis, the chip area reported by Yosys is 1530 sq um. Setup total negative slack on the finished layout was measured at 0 ns. The internal portion of total power is 552 uW. The worst-margin pin slew is 0.595 ns. The switching part of the total power is 35.4%.

The synthesized area per cell came out at 9.53 sq um. The clock latency of the later-clocked register in the worst-skew pair is 0.27 ns. The proportion of power drawn by the clock network came out at 15.7%. The number of design rule violations left after detail routing came out at 0. The fraction of synthesis flops using an asynchronous set or reset pin is 91.7%.

Per the OpenROAD floorplan log, the area of the core is 4820 sq um. The library cells used most frequently in the layout, excluding fill and tap cells, are 21 x nor2_1, 21 x clkdlybuf4s50_1, 16 x dfrtp_1. The power per cell area is 463 nW/um^2.

The iteration count recorded for the first detailed-route pass is 4. Data arrives at the worst endpoint at 2.69 ns. The initial cell density of the core is 31.8%. The worst setup path is captured at a flip-flop. The initial antenna violation count came to 0.

The floorplan step set the die height to 73.5 microns. The most critical hold endpoint after final layout shows a slack of 0.483 ns. The number of endpoints with negative hold slack in the final report came out at 0. The mapped netlist covers 1530 sq um. The number of nets still failing antenna checks after routing is 0.

The synthesis-to-layout area growth is 20.3%. Of the synthesized area, sequential elements account for 40.3%. The total of endpoints with negative setup slack in the final report is 0. The residual overflow from global routing came out at 0. The synthesis-stage register bit count is 24. The top cell type's share of synthesized area came out at 26.1%. Pin placement for this block handled 22 I/O pins. The required time of the critical path is 4.59 ns. STA classifies the critical path startpoint as a primary input. The final routed wire length divided by cell count came out at 12.6 microns. The standard-cell row count is 25.

Sorting the Yosys area breakdown by cell type puts at the top dfrtp_1. For this design the total switching power over the nets is 303 uW. In this build the clock could be raised as far as 0.400 GHz. The via count of the routed design came out at 1161. In the final report, the number of pins over their slew limit comes to 0. The global-route wire length before repair is 5.54 mm. The total inserted antenna cells came out at 0. The number of fill cells in the layout is 496.

The quantity of gates resized following cts is 0. Across the run, the number of max-cap violations was 0. The die width is 73.5 microns. The tally of buffers added on design ports came out at 21. The flip-flop count of the largest register, all copies and words added came out at 8.

The classification of the worst-slack hold path is flip-flop to flip-flop. The clock buffer count from CTS is 3.
==> routing by layer <==
| layer | vias to the layer above | GRT usage [%] | share of wire [%] |
|---|---|---|---|
| li1 | 610 | - | - |
| met1 | 525 | 23.2 | 53 |
| met2 | 22 | 18.2 | 42 |
| met3 | 4 | 2.08 | 4.0 |
| met4 | 0 | 2.14 | 1.5 |
| met5 | - | 0 | 0 |
==> worst max-delay path: stages <==
cell and delay [ns]:
clkdlybuf4s50_1 0.52, a21boi_0 0.47, o2111a_1 0.60, nor2_1 0.08
a21oi_1 0.13
==> cells by family (layout without fill, tap and decap cells) <==
logic type                 after synthesis  in the layout  share of synthesized area (%)
and+or+nand+nor                         55             55                           19.1
xor gates and xnor gates                 7              7                           4.00
AOI/OAI and AO/OA                       42             42                           19.2
adders and majority gates                8              8                           6.53
buffers and inverters                   16             36                           4.73
DFF                                     24             24                           40.3
muxes                                    9              9                           6.20
==> through the flow <==
stage               area (sq um)  setup WS (ns)  utilization [%]  instances  total power, mW
finish                      1850           1.90             38.3        248            0.855
global route                1850           1.70             38.3        248            0.932
CTS                         1850           1.91             38.3        248            0.866
detailed placement          1800           1.64             37.4        244            0.727
global placement            1800           1.71             37.4        244            0.724
floorplan                   1530           2.35                -        161            0.631
==> layout make-up <==
class,count,area [sq um],share of cell area (%)
clock buffer,4,45.0,2.44
sequential,24,618,33.5
inverter,10,37.5,2.03
multi-input combinational,121,843,45.7
tap,67,83.8,4.54
timing repair buffer,22,218,11.8
==> cells in the mapped netlist (all sizes together) (2+ instances only) <==
cell	number
nor2	21
dfrtp	16
a21oi	14
nand2	11
inv	10
ha	8
mux2i	8
o21ai	7
xnor2	7
dfstp	6
buf	5
nor2b	4
a31oi	3
and3	3
nand3	3
a21o	2
and2	2
edfxtp	2
nand3b	2
nor3	2
o2111ai	2
o31ai	2
==> power by group through the flow <==
stage     clock network (mW)  registers (mW)  logic [mW]
4_1_cts                0.141           0.386       0.339
5_1_grt                0.150           0.399       0.383
6_report               0.134           0.386       0.335
==> worst paths after layout <==
kind / endpoint / startpoint / slack (ns) / cells past startpoint
min in group asynchronous: shft_reg[6]$_DFFE_PP0P_ / rst / 0.95 / 3
worst min register to register: count[1]$_DFFE_PP1P_ / count[1]$_DFFE_PP1P_ / 0.48 / 2
worst max-delay path: shft_reg[0]$_DFFE_PP0P_ / baud_pulse / 1.90 / 5
worst min-delay path: count[1]$_DFFE_PP1P_ / count[1]$_DFFE_PP1P_ / 0.48 / 2
worst max register to register: state[1]$_DFFE_PP0P_ / state[0]$_DFFE_PP0P_ / 2.20 / 5
max in group asynchronous: count[0]$_DFFE_PP1P_ / rst / 3.16 / 3
Power and IR drop assume default switching activity.
